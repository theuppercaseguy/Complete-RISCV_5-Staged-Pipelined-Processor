$ cat design/flow/design.v
module reg_file
    (
        input logic clk, rst, WE,
        input logic [4:0] rs1,rs2,rsw,
        input logic [31:0] dataW,
        output logic [31:0] data1,data2
    );
    logic [31:0]Registers[31:0];
    assign data1 = Registers[rs1];
    assign data2 = Registers[rs2];
    always_ff@(negedge clk)
    begin
        if(WE == 1'b1) Registers[rsw] <= dataW;
    end
    initial begin
        Registers[0] = 0;
    end
endmodule
$ cat design/flow/run.sh
#!/bin/bash
# OpenROAD 26Q1-2900-gdf79404cd8, Yosys 0.63+post, stock flow scripts
make -C /OpenROAD-flow-scripts/flow DESIGN_CONFIG=/design/flow/config.mk WORK_HOME=/design/flow/orfs finish
$ cat design/flow/config.mk
export PLATFORM = sky130hd
export DESIGN_NAME = reg_file
export DESIGN_NICKNAME = reg_file
export VERILOG_FILES = /design/flow/design.v
export SDC_FILE = /design/flow/constraint.sdc
export NUM_CORES = 4
export LEC_CHECK = 1
export CORE_UTILIZATION = 40
$ cat design/flow/constraint.sdc
current_design reg_file

set clk_period 11.4
set clk_io_pct 0.2

create_clock -name clk0 -period $clk_period [get_ports {clk}]

set non_clock_inputs [all_inputs -no_clocks]
set_input_delay [expr $clk_period * $clk_io_pct] -clock clk0 $non_clock_inputs
set_output_delay [expr $clk_period * $clk_io_pct] -clock clk0 [all_outputs]
==> results.py <==
# Flow results
metrics = {
    "setup_path": {
        "crit_type": "reg2out",
        "startpoint_type": "flop",
        "critical_path_required_ps": 9120,
        "endpoint_kind": "output pin",
        "cp.arrival_ps": 8480,
        "crit_fanout": 2,
    },
    "final_timing": {
        "slew_violations": 0,
        "rsz0062_at_grt": "false",
        "hold_ws_ps": 5860,
        "relSlewSlack_pct": 39.4,
        "finalHoldViolCount": 0,
        "worst_pin_slew_ps": 908,
        "worst_slack_ps": 642,
        "fin_setup_tns_ps": 0,
        "report.final.setup_viol": 0,
    },
    "job": {
        "warnings": 1028,
        "drv_cap": 0,
    },
    "final_layout": {
        "largest_register_ffs": 1024,
        "nFillCells": 10200,
        "reg_top3": "Registers (1024)",
        "fin_cells": 6220,
        "seq_area_um2": 30700,
        "layout_top_cell": "inv_1",
        "lay_top_cells": "inv_1, edfxtp_1, mux2i_1, nand3_1, nand2_1",
        "comb_area_um2": 16800,
        "area_growth_pct": 22.6,
        "regMostFlops": "Registers",
        "drive_gt1_share_pct": 8.08,
    },
    "yosys": {
        "area_leaders": "edfxtp_1, mux2i_1, a22oi_1",
        "yosysWarnings": 1,
        "largest_area_cell": "edfxtp_1",
        "syn_area_per_cell_um2": 14.4,
        "async_flop_share_pct": 0,
        "edf_count": 1024,
        "synthCells": 3387,
        "yosys_cells": 3387,
        "yosysSeqAreaShare_pct": 63.1,
        "synth_top_flop_cell": "edfxtp_1",
        "numSynthFlops": 1024,
        "top_area_share_pct": 63.1,
        "netlist_area_um2": 48800,
        "synth_chip_area_um2": 48800,
        "synthDistinctLibCells": 24,
    },
    "die": {
        "fp.dieH_um": 351,
        "core_um2": 120000,
        "fp_util_pct": 40.5,
        "chipWidth_um": 351,
        "num_io_pins": 114,
        "die_area_um2": 123000,
        "num_rows": 127,
    },
    "power_and_ir_drop": {
        "clkPwrFrac_pct": 51.0,
        "pwr_density_cell_nw_per_um2": 171,
        "intPower_w": 0.00737,
        "p_comb_share_pct": 7.5,
        "vdd_drop_max_uv": 145,
        "p_seq_share_pct": 41.5,
        "leakagePower_nw": 25.9,
        "switching_power_w": 0.00286,
        "swShare_pct": 27.9,
    },
    "drt": {
        "first_iter_violations": 1987,
        "dr.pass1.iters": 5,
        "route.detailed.drc": 0,
        "routedWlPerCell_um": 23.8,
        "drt-total-wl_um": 148000,
        "ant_nets": 0,
        "via_per_inst": 5.48,
        "dr_total_vias": 34100,
    },
    "clock_tree": {
        "cts.sinks": 1024,
        "clock-root-buffer": "clkbuf_16",
        "cts_hold_buffers": 0,
        "ctsResizeCount": 0,
        "cts_buffer_depth": 3,
        "path_clk_slew_ps": 30,
        "cts_max_level": 3,
        "numCtsBuffers": 111,
        "cts_tree": "yes",
        "postCtsSetupRepairBufs": 0,
    },
    "global_route": {
        "grt_pass1_wl_um": 214000,
        "grt.total_usage_pct": 25.8,
        "grt_pass1_vias": 36500,
        "overflow": 0,
        "grt_antenna_before_repair": 10,
        "grt_max_degree": 94,
    },
    "placed_design": {
        "dpl.cell_count": 4988,
        "pre_cts_ws_ps": 934,
        "dp_hpwl_um": 76800,
        "port_buffers": 112,
        "place_congestion": 0.838,
    },
    "status": {
        "status": "finished clean",
    },
    "worst_hold_path": {
        "hold_class": "in2out",
    },
}
path summary, 6_finish.rpt:
path	startpoint	end	slack, ps	cells after the start
max	Registers[7][10]$_DFFE_NP_	data1[10]	640	6
min	rs2[1]	data2[17]	5860	6
power groups by stage:
| stage | registers, W | logic [W] | clock network, W |
|---|---|---|---|
| 4_1_cts | 0.00424 | 0.000762 | 0.00537 |
| 5_1_grt | 0.00424 | 0.000811 | 0.00579 |
| 6_report | 0.00424 | 0.000765 | 0.00522 |
cells in the mapped netlist (35+ instances only):
cell type  number
a21oi_1       192
a22o_1        128
a22oi_1       192
a31oi_1        64
buf_2          80
buf_4          52
buf_6          37
clkbuf_1       73
edfxtp_1     1024
mux2i_1      1024
nand2_1       195
nand3_1       194
nor2_1         35
nor3_1         64
final cells by class:
class                   count  share of cell area, %
flip-flops and latches   1024                   51.4
multi-input cells        2109                   28.1
well taps                1612                   3.37
clock inverters          1119                   8.42
repair buffers            242                   4.01
diodes                      2                0.00837
clock buffers             112                   4.69
per-stage QoR:
stage | power (W) | area, µm² | util (%)
2_1_floorplan | 0.00525 | 48800 | -
3_3_place_gp | 0.00557 | 51900 | 43.1
3_5_place_dp | 0.00558 | 51900 | 43.1
4_1_cts | 0.0104 | 59800 | 49.6
5_1_grt | 0.0108 | 59800 | 49.6
6_report | 0.0102 | 59800 | 49.6
metal layers:
layer  global-route usage, %  vias to the layer above  wire length, µm
met3                    16.4                      295            19100
met2                    37.9                     1728            70600
met5                   0.942                        -              103
met4                    11.4                       16             4740
li1                        -                    15700                -
met1                    30.6                    16400            53400
critical path: stages, from the launching register on:
cell and delay (ps):
edfxtp_1 370, mux2i_1 150, a22o_1 170, nor3_1 50, a31oi_1 460, nand3_1 350, clkdlybuf4s50_1 530
logic make-up (layout without fill, tap and decap cells):
group,count (synthesis),count (layout),synth area share (%)
other,0,2,0
multiplexers,1024,1024,21.0
AND/OR/NAND/NOR,509,509,4.72
flip-flops,1024,1024,63.1
AND-OR/OR-AND,576,576,8.05
buffers and inverters,254,1473,3.16
Power figures rest on the tool's default switching activity, not on a simulated workload.
