## design.v

```verilog
`timescale 1ns / 1ps
module mem_wb(
     input logic  clk, rst,
     input logic  [31:0] pc_in, ALU_in, dataR_in, inst_in,
     input logic  [1:0]WBSel_in,
     input logic  RegWEn_in,
     output logic  [31:0] pc_out, ALU_out, dataR_out, inst_out,
     output logic  [1:0] WBSel_out,
     output logic RegWEn_out
     );
     always_ff@(posedge clk)
     begin
         if(rst == 1'b1)
         begin
            pc_out <=0; ALU_out <=0; dataR_out <=0; inst_out <=0;
            WBSel_out <=0;
            RegWEn_out <=0;
         end
         else
         begin
            pc_out <=pc_in; 
            ALU_out <=ALU_in; 
            dataR_out <=dataR_in; 
            inst_out <=inst_in;
            WBSel_out <= WBSel_in;
            RegWEn_out <= RegWEn_in;
         end
     end
endmodule
```

## run.sh

```bash
#!/bin/bash
# OpenROAD 26Q1-2900-gdf79404cd8, Yosys 0.63+post, stock flow scripts
make -C /OpenROAD-flow-scripts/flow DESIGN_CONFIG=/design/flow/config.mk WORK_HOME=/design/flow/orfs finish
```

## config.mk

```make
export PLATFORM = sky130hd
export DESIGN_NAME = mem_wb
export DESIGN_NICKNAME = mem_wb
export VERILOG_FILES = /design/flow/design.v
export SDC_FILE = /design/flow/constraint.sdc
export NUM_CORES = 4
export LEC_CHECK = 1
export CORE_AREA = 10 10 171 171
export DIE_AREA = 0 0 181 181
```

## constraint.sdc

```tcl
current_design mem_wb

set clk_period 1.0
set clk_io_pct 0.2

create_clock -name clk0 -period $clk_period [get_ports {clk}]

set non_clock_inputs [all_inputs -no_clocks]
set_input_delay [expr $clk_period * $clk_io_pct] -clock clk0 $non_clock_inputs
set_output_delay [expr $clk_period * $clk_io_pct] -clock clk0 [all_outputs]
```

==> run notes <==
Synthesis and PnR results.

- Counting the buffers created by CTS gives 17.
- The sequential cells in the finished layout cover a total of ~2700 um^2.
- The flow ran to the end, but the final reports show violations.
- The final timing report gives a worst setup slack of -0.0722 ns.
- The number of cell instances after yosys synthesis reads approximately 280.
- The slowest library cell on the worst path reads sky130_fd_sc_hd__dfxtp_4.
- The parity-gate share of the synthesized area counting xor and xnor cells reads 0.
- The DRC violation total after the first TritonRoute iteration reads approximately 56.
- The post-cts hold buffer count reads 0.
- The total setup buffers inserted after CTS is 0.
- The count of boundary I/O pins reads between 200 and 300.
- The final HPWL from detailed placement is around 10000 um.
- The floorplan utilization is 0.139.
- TritonCTS reports the number of clock sinks as 131.
- The critical path goes through buf_6.
- Derived from the worst setup path, the maximum achievable clock frequency is around 930 MHz.
- The worst slew margin relative to its limit is 0.821.
- The data required time at the worst endpoint is 0.80 ns.
- The count of nets left with antenna violations after detail routing reads 0.
- For the pin with the worst max-slew slack, the measured transition is between 0.2 and 0.3 ns.
- For reference, the final report shows the max-slew violation count at 0.
- The post-detailed-route DRC marker count reads 0.
- The final timing summary puts the cycle share of the worst path at 1.07.
- The area of the die reads ~33000 um^2.
- Synthesis produced approximately 280 cells.
- Entering global routing, the biggest net connects roughly 60 pins.
- The maximum buffer depth of the clock tree is 2.
- By instance count after routing, the leading logic cell types are sky130_fd_sc_hd__nor2b_1 (131), sky130_fd_sc_hd__clkdlybuf4s50_1 (131), sky130_fd_sc_hd__buf_2 (115).
- The number of synthesis warnings reads 1.
- The synthesis area per yosys reads approximately 3500 um^2.
- The number of antenna violations at the first check in global routing came to 0.
- The global routing usage summed across all routing layers is 0.0777.
- The final power report lists total power as between 10 and 15 mW.
- The die boundary height is approximately 180 um.
- The critical path endpoint category is an output port.
- Of the cells placed in the final design, the portion with a size suffix greater than 1 is 0.359.
- The maximum net fanout on the critical path reads 1.
- The average routed wire per standard cell reads approximately 14 um.
- The total global routing overflow reads 0.
- The total of endpoints with negative setup slack in the final report is 103.
- The total power per unit cell area reads between 2000 and 2500 nW/um^2.
- The total standard cell area after synthesis reads approximately 3500 um^2.
- The maximum vdd ir drop is just under 0.9 mV.
- The final hold violation count reads 0.
- The area share of and/or/nand/nor cells after synthesis reads 0.233.
- The number of diodes added for antenna fixing is 0.
- The dominant delay contributor by cell family on the critical path reads flip-flops.
- The depth of the CTS H-tree is 4.
- The stage logs contain a warning count of 27.
- The register clock-pin slew on the reported worst setup and hold paths reads approximately 0.06 ns.
- The flip-flop and latch count after synthesis is approximately 130.
- The number of buffers added on ports reads 263.
- The netlist uses 4 different library cells.
- The via count of the first global-routing pass reads between 2000 and 3000.
- The clock tree from TritonCTS reads built.
- The number of maximum-capacitance constraint violations is 0.
- The via count reads 2748.
- According to the floorplan report, the placeable core area is about 25000 um^2.
- The worst stage delay on the critical path reads around 0.36 ns.
- The post-route minimum period is approximately 1.1 ns.
- The post-synthesis adder-cell area fraction reads 0.
- The part of the Yosys area used for sequential elements reads 0.746.
- The clock root buffer master is sky130_fd_sc_hd__clkbuf_16.
- The number of fill cells in the layout reads roughly 2600.
- The number of iterations in the first detailed-routing pass reads 3.
- Per the detail_route report, vias per standard cell equal a little over 3.
- The multiplexer share of the synthesized area is 0.
- The placement summary gives the final routability congestion estimate as 0.784.
- The path type of the worst min-delay path reads in -> reg.
- Relative to the synthesized area, the layout overhead comes to 92.1%.
- The worst setup path is launched from a register.
- The checks that failed: negative setup slack.
- Across all hold checks on the routed design, the worst slack comes to between 0.15 and 0.2 ns.
- The area used by multi-input combinational logic reads 820 um^2.
- The leakage component of the power reads 2.93 nW.
- Setup repair after global routing could not meet its margin everywhere.
- The fraction of the mapped netlist area in compound gates is 0.
- The data arrival time of the critical path is roughly 0.87 ns.
- Per the post-run analysis, buffers plus inverters along the critical path come to 1.
- The average size of a mapped cell reads about 13 um^2.
- For reference, the most critical setup path is categorized as reg -> out.
- The initialized floorplan defines 58 standard-cell rows.
- The final wirelength is between 10000 and 15000 um.
- The wire length of the first global-routing pass is a little under 20000 um.
- The synthesis run identifies the leading combinational cell family as simple AND/OR/NAND/NOR gates.
- The width of the die reads 181 um.
## cell usage after synthesis (all sizes together)
library cell | count | share of area
dfxtp | 131 | 0.75
buf | 14 | 0.021
nor2b | 131 | 0.23
## layer usage
layer	share of wire	vias up	GRT usage
met1	0.41	1197	0.0953
li1	-	1391	-
met3	0.095	13	0.0355
met5	0	-	0
met2	0.47	147	0.126
met4	0.019	0	0.0124
## cell families after synthesis
| kind of cell | Yosys count |
|---|---|
| and+or+nand+nor | 131 |
| buffers and inverters | 14 |
| DFF | 131 |
## worst min-delay path, cell delays in order
cell and delay, ns:
sky130_fd_sc_hd__buf_4 0.12, sky130_fd_sc_hd__buf_4 0.18, sky130_fd_sc_hd__nor2b_1 0.05
## path summary, 6_finish.rpt
check,slack (ns),endpoint,cells after the start,start
max,-0.07,dataR_out[0],1,dataR_out[0]$_SDFF_PP0_
min,0.20,inst_out[10]$_SDFF_PP0_,3,rst
## per-stage QoR
| stage | std cells | utilization | setup WS (ns) | setup TNS (ns) | area (um^2) |
|---|---|---|---|---|---|
| after floorplan | 276 | - | 0.344 | 0 | 3510 |
| after global placement | 867 | 0.261 | -0.197 | -0.891 | 6610 |
| after detailed placement | 867 | 0.261 | -0.170 | -0.854 | 6610 |
| after CTS | 899 | 0.265 | -0.119 | -5.97 | 6710 |
| after global routing | 899 | 0.267 | -0.132 | -8.17 | 6750 |
| final | 899 | 0.267 | -0.0722 | -1.50 | 6750 |
## report_power, final
part | internal [mW] | switching (mW) | total (mW)
clock network | 4.51 | 2.42 | 6.93
registers | 5.51 | 0.0703 | 5.58
logic | 0.826 | 0.283 | 1.11
total | 10.8 | 2.78 | 13.6
## repair_timing
item | 4_1_cts | 5_1_grt
gates resized | 465 | 15
endpoints found under the setup margin | 131 | 131
pin swaps | 0 | 0
## area by class of cell
cell class                      instances  area share
Clock buffer                           20      0.0662
Tap cell                              330      0.0612
Sequential cell                       131       0.395
Multi-Input combinational cell        131       0.121
Timing Repair Buffer                  275       0.326
Clock inverter                         12      0.0304
## flip-flops by register name, indices dropped and copies added (netlist names)
register / cells
ALU_out: 32
dataR_out: 32
inst_out: 32
pc_out: 32
WBSel_out: 2
RegWEn_out: 1
Power is estimated from default activity; no workload was simulated.
