**run.sh**
```bash
#!/bin/bash
# OpenROAD 26Q1-2900-gdf79404cd8, Yosys 0.63+post, stock flow scripts
make -C /OpenROAD-flow-scripts/flow DESIGN_CONFIG=/design/flow/config.mk WORK_HOME=/design/flow/orfs finish
```
**config.mk**
```make
export PLATFORM = sky130hd
export DESIGN_NAME = ALU
export DESIGN_NICKNAME = ALU
export VERILOG_FILES = /design/flow/design.v
export SDC_FILE = /design/flow/constraint.sdc
export NUM_CORES = 4
export LEC_CHECK = 1
export CORE_UTILIZATION = 50
```
**constraint.sdc**
```tcl
current_design ALU

set clk_period 15.3
set clk_io_pct 0.2

create_clock -name clk0 -period $clk_period

set non_clock_inputs [all_inputs -no_clocks]
set_input_delay [expr $clk_period * $clk_io_pct] -clock clk0 $non_clock_inputs
set_output_delay [expr $clk_period * $clk_io_pct] -clock clk0 [all_outputs]
```
**design.v**
```verilog
module ALU#
    (
        parameter select_line_width = 4
    )
    (
        input logic clk, rst,
        input logic [select_line_width-1 : 0]ALUSel,
        input logic [31:0] A,B,
        output logic [31:0] ALUOut        
    );
    always_comb
    begin
        if(rst ==1'b1)
        begin
            ALUOut <=32'd0;
        end
        else
        begin
            case(ALUSel)
            0: ALUOut <= A + B;
            1: ALUOut <= A - B;
            2: ALUOut <= A  << B;
            3: ALUOut <= A < B ;
            4: ALUOut <= $unsigned (A) < $unsigned (B);
            5: ALUOut <= A ^ B ;
            6: ALUOut <= A >> B ;
            7: ALUOut <= A >>> B ;
            8: ALUOut <= A | B ;
            9: ALUOut <= A & B ;
            10: ALUOut <= B << 12 ;
            11: ALUOut <= A + (B << 12) ;
            default: ALUOut <= 0;
            endcase
        end
    end
endmodule
```
==> flow.log <==
[report] implementation figures
[metrics] Via Count: 12200
[metrics] average cell area after synthesis: 6.34 sq um
[metrics] average via count per standard cell: 7.00
[metrics] Port Buf Inserts: 101
[metrics] post-route DRC violation count: 0
[metrics] GRT busiest layer: met1
[metrics] horizontal die dimension: 139 um
[metrics] classification of the worst setup path: in -> out
[metrics] unrepaired setup endpoints after global routing: no
[metrics] length of the first detailed-routing pass in iterations: 18
[metrics] worst hold path class: in -> out
[metrics] crit path capture type: output pin
[metrics] maximum VDD drop: 0.0174 mV
[metrics] share of the clock period used by the worst path after layout: 70.8%
[metrics] Antenna Nets Post-Route: 0
[metrics] final setup vio count: 0
[metrics] number of warnings printed during yosys synthesis: 1
[metrics] minimum clock period after layout: 10830 ps
[metrics] number of global-route vias before repair: 10700
[metrics] Initial Utilization: 51.7%
[metrics] wire length of the first global-routing pass: 66800 um
[metrics] Post-CTS Setup Inserts: 0
[metrics] Final Slew Violations: 0
[metrics] delay of the slowest cell on the worst path: 540 ps
[metrics] post-synthesis cell area: 9420 sq um
[metrics] number of cell instances after yosys synthesis: 1485
[metrics] signed area change from the synthesized netlist to the final layout: 10.9%
[metrics] headroom to the max-slew limit: 40.2%
[metrics] M1 GR Usage: 68.2%
[metrics] final hold vios: 0
[metrics] post-cts sizing count: 0
[metrics] maximum capacitance violations: 0
[metrics] number of warnings in the stage logs: 100
[metrics] Critical Path Slowest Stage Cell: a211oi_1
[metrics] area share, top type: 15.5%
[metrics] Tightest Pin Transition: 893 ps
[metrics] arrival time of the worst setup path: 7770 ps
[metrics] diode count: 0
[metrics] total core area: 18200 sq um
[metrics] initial antenna violation count: 0
[metrics] unique cell type count in the Yosys netlist: 81
[metrics] routability-driven placement congestion ratio: 1.11
[metrics] data required time at the worst endpoint: 12240 ps
[metrics] CLK BUF: 0
[metrics] total congestion overflow after global routing: 0
[metrics] highest net fanout along the worst path: 33
[metrics] ratio of cells with drive above 1 in the final layout: 4.91%
[metrics] worst path cell trace: buf_2 > buf_4 > inv_1 > ha_1 > a211oi_1 > nor2_1 > a211o_1 > o31a_1 > a31oi_2 > nor3_1 > a211oi_1 > xnor2_1 > a21oi_1 > a31oi_1 > clkdlybuf4s50_1
[metrics] element type at the critical path start: input port
[metrics] number of filler instances in the final layout: 1789
[metrics] Total Routing Usage GR: 46.2%
[metrics] number of placed I/O pins: 102
[metrics] area taken by flip-flops and latches: 0 sq um
[metrics] most numerous cell in the Yosys netlist: a21oi_1
[metrics] dominant cell type by area after synthesis: ha_1
[metrics] top cells by area, synth: ha_1 (16%), a21oi_1 (9.0%), nor2_1 (6.6%), o21ai_0 (5.5%), mux2i_1 (5.4%)
[metrics] average routed wire per standard cell: 25.8 um
[metrics] dpl hpwl: 35100 um
[metrics] pin count of the biggest net entering global routing: 73
[metrics] Post-Route Setup TNS: 0 ps
[metrics] met3 Resource Use GR: 15.0%
[metrics] Placement Rows: 49
[metrics] die footprint: 19400 sq um
[metrics] LEAKAGE: 4.29 nW
[metrics] list of most frequent post-synthesis cells: a21oi_1 (170), nor2_1 (166), nand2_1 (124)
[metrics] vertical die size: 139 um
[metrics] post-synthesis sequential area ratio: 0%
[metrics] met2 GRT Util: 64.2%
[metrics] combined buffer and inverter count along the critical path: 4
[metrics] First DRT Iteration DRCs: 1716
[metrics] flop count: 0
[metrics] most numerous cell on the critical path: a211oi_1
[metrics] chip area line of the yosys report: 9420 sq um
[metrics] worst hold slack: 7110 ps
[metrics] number of instances in the synthesized netlist: 1485
[metrics] Total Routed Length: 44800 um
[metrics] cell class contributing the biggest share of worst-path delay: AND-OR/OR-AND gates
[metrics] total power per unit cell area: 35.2 nW/um^2
[metrics] status: finished, final reports clean
[metrics] total power: 0.000367 W
[metrics] Max Freq: 92.4 MHz
[metrics] Post-CTS Hold Fix Bufs: 0
## final cells by class
type | count | area [sq um] | area share [%]
Inverter | 105 | 394 | 3.77
Multi-Input combinational cell | 1274 | 8570 | 82.1
Tap cell | 229 | 287 | 2.74
Timing Repair Buffer | 128 | 1190 | 11.4
## worst min-delay path, stage by stage
cell,delay [ps]
buf_2,110
clkinv_1,50
or3_1,90
o21ai_0,110
nand2_1,120
a31oi_1,110
clkdlybuf4s50_1,400
## metal layers
metal | wire, um | part of all wire (%) | vias up
met4 | 1370 | 3.1 | 0
met2 | 18000 | 40 | 951
met5 | 0 | 0 | -
met3 | 6890 | 15 | 107
li1 | - | - | 5545
met1 | 18600 | 41 | 5552
## path summary, 6_finish.rpt
path	depth (start not counted)	from	endpoint
max	15	B[1]	ALUOut[29]
min	7	B[3]	ALUOut[9]
## cell families after synthesis
kind of cell,synth area share (%)
AOI/OAI and AO/OA,40.2
and+or+nand+nor,22.9
buffers and inverters,9.13
adders and majority gates,16.2
muxes,8.41
xor gates and xnor gates,3.16
## per-stage QoR
| step | util [%] | std cells | cell area (sq um) | setup WS [ps] |
|---|---|---|---|---|
| 2_1_floorplan | - | 1485 | 9420 | 6120 |
| 3_3_place_gp | 57.4 | 1736 | 10400 | 4800 |
| 3_5_place_dp | 57.4 | 1736 | 10400 | 4790 |
| 4_1_cts | 57.4 | 1736 | 10400 | 4770 |
| 5_1_grt | 57.4 | 1736 | 10400 | 4450 |
| 6_report | 57.4 | 1736 | 10400 | 4470 |
## layout by cell type (no fill, tap or decap), types with 5 or more instances in the layout
master,count
nand2b_1,29
o221ai_1,15
and3_1,11
or2_2,5
a21oi_1,170
nor3_1,43
o211ai_1,28
or3_1,9
mux4_2,6
xor2_1,9
a211o_1,6
buf_4,27
a221oi_1,13
o31ai_1,13
o21ai_0,104
a221o_1,10
o21bai_1,15
o22ai_1,30
xnor2_1,25
a31oi_1,21
mux2_2,13
nor2b_1,7
mux2i_1,51
a22o_1,6
a211oi_1,35
nand4_1,9
nand2_1,124
ha_1,117
clkdlybuf4s50_1,97
nor4_1,16
and2_1,14
a2111oi_0,6
a22oi_1,27
a21o_1,25
inv_1,102
nand3_1,25
o21a_1,6
nor2_1,165
## where the power goes
group,switching (W),internal (W)
clock network,0,0
logic,0.000230,0.000137
registers,0,0
total,0.000230,0.000137
Power and IR drop assume default switching activity.
